==> design/flow/design.v <==
package fir_xifu_pkg;
  parameter int unsigned X_ID_WIDTH = 4;
  parameter int unsigned X_ID_MAX   = 2**X_ID_WIDTH;
  parameter logic [6:0] INSTR_OPCODE = 7'b0;
  parameter logic [2:0] INSTR_XFIRDOTP_FUNCT3 = 3'b000;
  parameter logic [2:0] INSTR_XFIRLW_FUNCT3 = 3'b000;
  parameter logic [2:0] INSTR_XFIRSW_FUNCT3 = 3'b000;
  parameter logic [2:0] INSTR_PLACEHOLDER_FUNCT3 = 3'b000;
  function automatic logic [2:0] xifu_get_funct3(logic [31:0] in);
    logic [2:0] out;
    out = in[14:12];
    return out;
  endfunction
  function automatic logic [6:0] xifu_get_opcode(logic [31:0] in);
    logic [6:0] out;
    out = in[6:0];
    return out;
  endfunction
  function automatic logic [11:0] xifu_get_immediate_I(logic [31:0] in);
    logic [11:0] out;
    out = in[31:20];
    return out;
  endfunction
  function automatic logic [11:0] xifu_get_immediate_S(logic [31:0] in);
    logic [11:0] out;
    out = {in[31:25], in[11:7]};
    return out;
  endfunction
  function automatic logic [4:0] xifu_get_rs1(logic [31:0] in);
    logic [4:0] out;
    out = in[19:15];
    return out;
  endfunction
  function automatic logic [4:0] xifu_get_rs2(logic [31:0] in);
    logic [4:0] out;
    out = in[24:20];
    return out;
  endfunction
  function automatic logic [4:0] xifu_get_rd(logic [31:0] in);
    logic [4:0] out;
    out = in[11:7];
    return out;
  endfunction
  typedef enum logic[1:0] {
    INSTR_XFIRLW   = 2'b10,
    INSTR_XFIRSW   = 2'b11,
    INSTR_XFIRDOTP = 2'b01,
    INSTR_INVALID  = 2'b00
  } instr_t;
  typedef struct packed {
    instr_t instr;
    logic [31:0] base;
    logic [11:0] offset;
    logic [4:0]  rs1;
    logic [4:0]  rs2;
    logic [4:0]  rd;  
    logic [X_ID_WIDTH-1:0] id;
  } id2ex_t;
  typedef struct packed {
    instr_t instr;
    logic [31:0] result;
    logic [4:0]  rs1;
    logic [4:0]  rs2;
    logic [4:0]  rd;
    logic [X_ID_WIDTH-1:0] id;
  } ex2wb_t;
  typedef struct packed {
    logic [4:0]  rd;
    logic [31:0] result;
    logic       we;
  } wb_fwd_t;
  typedef struct packed {
    logic [4:0]  rs1;
    logic [4:0]  rs2;
    logic [4:0]  rd;
  } ex2regfile_t;
  typedef struct packed {
    logic [31:0] op_a;
    logic [31:0] op_b;
    logic [31:0] op_c;
  } regfile2ex_t;
  typedef struct packed {
    logic [31:0] result;
    logic [4:0]  rd;
    logic        write;
  } wb2regfile_t;
  typedef struct packed {
    logic                  issue;
    logic [X_ID_WIDTH-1:0] id;
  } id2ctrl_t;
  typedef struct packed {
    logic [X_ID_MAX-1:0] commit;
  } ctrl2ex_t;
  typedef struct packed {
    logic [X_ID_MAX-1:0] clear;
  } wb2ctrl_t;
  typedef struct packed {
    logic [X_ID_MAX-1:0] issue;
    logic [X_ID_MAX-1:0] commit;
    logic [X_ID_MAX-1:0] kill;
  } ctrl2wb_t;
endpackage  
module fir_xifu_regfile 
  import fir_xifu_pkg::*; 
#(
  parameter int unsigned NB_REGS = 4
)
(
  input  logic clk_i,
  input  logic rst_ni,
  input  ex2regfile_t ex2regfile_i,
  output regfile2ex_t regfile2ex_o,
  input  wb2regfile_t wb2regfile_i
);
  logic [NB_REGS-1:0][31:0] regs_q;
  logic [31:0] rf_op_a, rf_op_b, rf_op_c;
  assign rf_op_a = regs_q[ex2regfile_i.rs1[$clog2(NB_REGS)-1:0]];
  assign rf_op_b = regs_q[ex2regfile_i.rs2[$clog2(NB_REGS)-1:0]];
  assign rf_op_c = regs_q[ex2regfile_i.rd [$clog2(NB_REGS)-1:0]];
  assign regfile2ex_o.op_a = rf_op_a;  
  assign regfile2ex_o.op_b = rf_op_b;  
  assign regfile2ex_o.op_c = rf_op_c;  
  for(genvar ii=0; ii<NB_REGS; ii++) begin
    logic write_en;
    assign write_en = wb2regfile_i.write & (wb2regfile_i.rd == ii);
    always_ff @(posedge clk_i or negedge rst_ni)
    begin
      if(~rst_ni) begin
        regs_q[ii] <= '0;
      end 
      else if(write_en) begin
        regs_q[ii] <= wb2regfile_i.result;
      end
    end
  end
endmodule  
==> design/flow/run.sh <==
#!/bin/bash
# OpenROAD 26Q1-2900-gdf79404cd8, Yosys 0.63+post, stock flow scripts
make -C /OpenROAD-flow-scripts/flow DESIGN_CONFIG=/design/flow/config.mk WORK_HOME=/design/flow/orfs finish
==> design/flow/config.mk <==
export PLATFORM = sky130hd
export DESIGN_NAME = fir_xifu_regfile
export DESIGN_NICKNAME = fir_xifu_regfile
export VERILOG_FILES = /design/flow/design.v
export SDC_FILE = /design/flow/constraint.sdc
export NUM_CORES = 4
export LEC_CHECK = 1
export CORE_UTILIZATION = 30
export SYNTH_HDL_FRONTEND = slang
==> design/flow/constraint.sdc <==
current_design fir_xifu_regfile

set clk_period 1.2
set clk_io_pct 0.2

create_clock -name clk0 -period $clk_period [get_ports {clk_i}]

set non_clock_inputs [all_inputs -no_clocks]
set_input_delay [expr $clk_period * $clk_io_pct] -clock clk0 $non_clock_inputs
set_output_delay [expr $clk_period * $clk_io_pct] -clock clk0 [all_outputs]
==> changes_impl.md <==
### Metrics

- Status: complete, but fails checks
- Failing checks: negative setup slack
- Antenna viol nets, final: 0
- Post-synth regs: around 130
- Vias: 4952
- Floorplan core density: between 30% and 40%
- Die Height: between 150 and 200 microns
- Fmax: 558.0 MHz
- Worst VDD drop: 0.9177 mV
- Hold Vio Cnt, Final: 0
- Chip area: 0.02418 sq mm
- H-tree depth: 4
- Crit end category: output pin
- Layout Utilization: 45.05%
- R2R setup slack: about 190 ps
- Buffers & Inverters on Critical Path: 2
- WP depth: 3
- Initial antenna violation count: 0
- Drt first pass iters: 6
- Largest stage delay, worst path: 470 ps
- Wire length on met3: between 1.5 and 2 mm
- Chip area in the Yosys report: a little over 0.007 sq mm
- Layout cells sized above 1: 74.24%
- Reg with most FFs: regs_q
- Top Layer Used: met4
- FP Rows: roughly 55
- First-pass GRT wire length: 31.67 mm
- Slew Limit Headroom: 39.04%
- DR DRC count: 0
- Vias in the first global route: ~5400
- Yosys cell count: ~400
- Initial DRC count: 139
- Max stage delay cell, worst path: mux4_2
- Number of flip-flops in the largest register: approximately 130
- Post-Place Cells: 838
- Nature of the critical path startpoint: flop
- Crit path from: regs_q[111]$_DFFE_PN0P_
- Root buf cell: clkbuf_16
- N_diodes: 0
- Max Cap Violations: 0
- Synth Instances: a little under 400
- Worst-path cell chain: buf_6, mux4_2, buf_2
- Gp weighted congestion: 0.7911
- WP data required: approximately 960 ps
- Reg clk slew, reported paths: 60 ps
- Syn. warnings: 0
- Area delta synth->final: 45.61%
- Crit Path Category: reg -> out
- Unrepaired setup endpoints after global routing: yes
- Final WS setup: -592.1 ps
- Fin. max-slew vios: 0
- TritonCTS Buffers: 17
- Pin count of the biggest net entering global routing: 41
- Met2 wire len: 10.34 mm
- Synth Area per Inst: 18.03 sq um
- Vias per inst: 5.110
- CTS sink cnt: 128
- # IOs: 151
- GRT Overall Usage: 18.36%
- CTS tree: done
- WL per Instance: 21.04 microns
- Pwr dens: 1504 mW/mm^2
- WL final: between 20 and 25 mm
- Worst Clk Skew: 0 ps
- Area share, top type: a little under half
- Hold crit path type: in -> async
- R2r worst-path depth: 3
- Reg-to-reg startpoint: regs_q[108]$_DFFE_PN0P_
- Post-DP HPWL: 12.08 mm
- Setup TNS: -48780 ps
- Registers with the most flip-flops: regs_q x128
- GRT overflow: 0
- Synth top area cells: dfrtp_1 (45%), mux4_2 (31%), mux2_2 (19%)
- Met1 wire length: around 7.8 mm
- Cell variety after synth: 14
- RR Endpoint: regs_q[108]$_DFFE_PN0P_
- Setup violators final: approximately 110
- Area leader, netlist: dfrtp_1
- Stage-log warning count: 37
- Synth Cell Area: 0.007069 sq mm
- IO Port Bufs: ~140
- Fin cells: 969
- Seq/Total Area, Yosys: 45.31%
- Core Area: about 0.023 sq mm
- Fin crit period: between 1500 and 2000 ps
- Period utilization: 149.3%
- Cell family with most CP delay: multiplexers
- Worst slew pin tran: 911.5 ps
- CTS Buffer Depth: 2
- WP data arrival: 1550 ps
- Worst-Skew Late Latency: about 400 ps
- Leak pwr: between 4 and 5 nW
- Die W: between 150 and 200 microns
- CP max FO: 3
## cells in the final DEF, fill, tap and decap left out, types with 17 or more instances in the layout
cell type	netlist	routed
buf_4	4	42
mux2_4	0	19
buf_6	6	60
mux2_2	122	106
buf_2	12	103
clkbuf_16	0	17
mux4_2	96	96
buf_12	0	21
dfrtp_1	128	128
clkdlybuf4s50_1	0	32
## final cells by class
cell class,count,area (sq um)
clock buffer,18,439.2
clock inverter,14,131.4
fill,1971,12550
multi-input combinational,230,3751
sequential,128,3203
tap,313,391.6
timing repair buffer,266,2377
## power breakdown
part           switching [mW]  leakage, nW  total, mW  internal, mW
sequential              0.640         1.64       5.80          5.16
combinational            1.38         2.80       4.76          3.38
clock                    2.00        0.270       4.93          2.93
## cells in the mapped netlist
cell type / n
nor2_1: 1
buf_2: 12
buf_1: 3
and3_1: 1
mux2_1: 6
mux2_2: 122
nor4b_4: 1
buf_4: 4
buf_6: 6
clkbuf_1: 9
nand3b_2: 2
nand2_1: 1
dfrtp_1: 128
mux4_2: 96
## worst register-to-register path: stages (launching register included)
cell	delay, ps
dfrtp_1	400
buf_6	120
buf_4	120
mux2_4	260
## worst max-delay path by stage
stage,to
final,regfile2ex_o[15]
after global routing,regfile2ex_o[80]
after CTS,regfile2ex_o[80]
## metal layers
layer | global-route usage (%) | vias to the layer above
met3 | 8.000 | 33
met2 | 30.07 | 236
met5 | 0.8282 | -
met4 | 3.035 | 0
met1 | 23.42 | 2571
li1 | - | 2112
## per-stage QoR
stage | setup WS [ps] | hold slack [ps] | total power, mW | instance area [sq um]
floorplan | -279.0 | -55.59 | 7.780 | 7279
global placement | -740.5 | 170.4 | 9.987 | 9086
detailed placement | -750.6 | 172.8 | 10.14 | 9086
CTS | -605.2 | 492.9 | 15.47 | 10160
global route | -663.6 | 506.2 | 16.36 | 10290
finish | -592.1 | 499.4 | 15.48 | 10290
## cells by family after synthesis
family                 Yosys count  share of synthesized area [%]
DFF                            128                          45.31
and+or+nand+nor                  6                         0.8495
muxes                          224                          50.97
buffers and inverters           34                          2.867
## repair_timing
action                                  CTS  global route
hold buffers                              2             1
gates resized                           366            29
endpoints found under the hold margin    20            20
pin swaps                                 2             2
cloned                                    4             0
endpoints found under the setup margin  224           143
setup buffers                            89             7
Power figures rest on the tool's default switching activity, not on a simulated workload.
